**./config.mk**
```make
export PLATFORM = sky130hd
export DESIGN_NAME = data_array
export DESIGN_NICKNAME = data_array
export VERILOG_FILES = /design/flow/design.v
export SDC_FILE = /design/flow/constraint.sdc
export NUM_CORES = 4
export LEC_CHECK = 1
export CORE_UTILIZATION = 40
```
**./run.sh**
```bash
#!/bin/bash
# OpenROAD 26Q1-2900-gdf79404cd8, Yosys 0.63+post, stock flow scripts
make -C /OpenROAD-flow-scripts/flow DESIGN_CONFIG=/design/flow/config.mk WORK_HOME=/design/flow/orfs finish
```
**./design.v**
```verilog
package pcmux;
typedef enum bit [1:0] {
    pc_plus4  = 2'b00
    ,alu_out  = 2'b01
    ,alu_mod2 = 2'b10
} pcmux_sel_t;
endpackage
package marmux;
typedef enum bit {
    pc_out = 1'b0
    ,alu_out = 1'b1
} marmux_sel_t;
endpackage
package cmpmux;
typedef enum bit {
    rs2_out = 1'b0
    ,i_imm = 1'b1
} cmpmux_sel_t;
endpackage
package alumux;
typedef enum bit {
    rs1_out = 1'b0
    ,pc_out = 1'b1
} alumux1_sel_t;
typedef enum bit [2:0] {
    i_imm    = 3'b000
    ,u_imm   = 3'b001
    ,b_imm   = 3'b010
    ,s_imm   = 3'b011
    ,j_imm   = 3'b100
    ,rs2_out = 3'b101
} alumux2_sel_t;
endpackage
package regfilemux;
typedef enum bit [3:0] {
    alu_out   = 4'b0000
    ,br_en    = 4'b0001
    ,u_imm    = 4'b0010
    ,lw       = 4'b0011
    ,pc_plus4 = 4'b0100
    ,lb        = 4'b0101
    ,lbu       = 4'b0110   
    ,lh        = 4'b0111
    ,lhu       = 4'b1000   
} regfilemux_sel_t;
endpackage
module data_array #(
    parameter s_offset = 5,
    parameter s_index = 3
)
(
    clk,
    rst,
    read,
    write_en,
    rindex,
    windex,
    datain,
    dataout
);
localparam s_mask   = 2**s_offset;
localparam s_line   = 8*s_mask;
localparam num_sets = 2**s_index;
input clk;
input rst;
input read;
input [s_mask-1:0] write_en;
input [s_index-1:0] rindex;
input [s_index-1:0] windex;
input [s_line-1:0] datain;
output logic [s_line-1:0] dataout;
logic [s_line-1:0] data [num_sets-1:0]  ;
logic [s_line-1:0] _dataout;
assign dataout = _dataout;
always_ff @(posedge clk)
begin
    if (rst) begin
        for (int i = 0; i < num_sets; ++i)
            data[i] <= '0;
    end
    else begin
        if (read)
            for (int i = 0; i < s_mask; i++)
                _dataout[8*i +: 8] <= (write_en[i] & (rindex == windex)) ?
                                      datain[8*i +: 8] : data[rindex][8*i +: 8];
        for (int i = 0; i < s_mask; i++)
        begin
            data[windex][8*i +: 8] <= write_en[i] ? datain[8*i +: 8] :
                                                    data[windex][8*i +: 8];
        end
    end
end
endmodule : data_array
```
**./constraint.sdc**
```tcl
current_design data_array

set clk_period 23.0
set clk_io_pct 0.2

create_clock -name clk0 -period $clk_period [get_ports {clk}]

set non_clock_inputs [all_inputs -no_clocks]
set_input_delay [expr $clk_period * $clk_io_pct] -clock clk0 $non_clock_inputs
set_output_delay [expr $clk_period * $clk_io_pct] -clock clk0 [all_outputs]
```
==> run notes <==
Implementation summary

The synthesized netlist occupies a cell area of 104000 um2. The largest fanout on the critical path is 33. The total length of routed met2 wires is 127000 um. Once placement finished, the instance area stood at ~110000 um2. The TritonCTS clock tree is yes.

Dividing the detail-routed wire length by the instance count gives between 20 and 30 um. The final design instance area without fill is between 100000 and 150000 um2. The worst reg2reg path depth is 3. The end of the critical path is _dataout[25].

The number of antenna violations at the first check in global routing is 65. The number of warnings reported in the stage logs is 26. The pin slew with the least headroom to its limit is 0.928 ns. Detailed-route iteration 0 reported a violation count of 2633. The number of synthesis warnings is 1. For the worst reg-to-reg path, the endpoint reported by OpenROAD is _dataout[184]. Clock tree synthesis selected as its root buffer the cell sky130_fd_sc_hd__clkbuf_16. After detailed routing, the wire length on met1 is 95300 um. Input and output buffers added on the ports amount to 552. STA classifies the critical path startpoint as an input port. The largest voltage drop on the vdd net is roughly 0.081 mV. The clock tree buffer depth is 4.

The overall via count from detail_route is 54187. Entering global routing, the biggest net connects 100 pins. Once the clock tree was built, the setup fixing pass inserted 0 buffers.

The flow measured a signed area growth from synthesis to layout of 16.3%. After routing, the total negative slack on setup checks comes to 0 ns. By startpoint and endpoint, the worst setup path is classified as in -> reg. The layout summary lists the proportion of cells stronger than drive strength 1 as between 20% and 30%. STA reports a reg2reg setup slack of approximately 21 ns.

The number of pins exceeding their max-slew limit in the final report is 0. STA classifies the critical path endpoint as a flop. In this run the tightest slew margin relative to its limit is roughly 38%. The non-filler instance count after layout is approximately 10000. The worst path required time is 23.67 ns. The post-cts gate resize count is 0.

The y dimension of the die is 511 um. The fraction of power spent switching nets is 21.9%. The share of total power dissipated in the clock network is 40.3%. The clock transition time at the flip-flop clock pins of the worst setup and hold paths is 0.06 ns. Yosys stat counts approximately 6200 cells in the synthesized netlist. The data arrival time reported for the critical path is 8.61 ns. The number of global-route vias before repair is ~59000.

The hold buffer count at CTS is 0. The maximum operating frequency is 0.126 GHz. The final critical path time including I/O delays and setup is about 8 ns. The post-placement worst setup slack is 13.99 ns. The count of cell types in the netlist is 20. The final-report hold violation count is 0. The part of the Yosys area used for sequential elements is 66.6%. The final timing summary puts the cycle share of the worst path at 34.5%.

After filler insertion, the fill cell instance count of the layout stands at 21377. The highest layer used for signal routing is met5. The number of maximum-capacitance violations recorded for the run is 0.

The part of the total power dissipated in combinational logic is 8.2%. After synthesis the netlist holds a flip-flop and latch count of 2304. Once routing completed, OpenROAD measured the worst setup slack at about 15 ns.

The run finished with clean final reports. approximately 550 I/O pins were placed. Clock skew on the completed layout was measured at about 0.066 ns. According to the timing report, the critical path is launched from rindex[0].

The DRC violation total left in the routed layout is recorded as 0. The number of standard cells after synthesis is 6211. Wires add up to 263000 um. The internal portion of total power is 7.53 mW. The synthesized netlist has a Yosys-reported chip area of 104000 um2. Power spread over the standard cell area amounts to 79.9 nW/um2. The die boundary width is about 510 um. Setup violations remaining at the end of the flow were counted as 0. The class of the most critical hold timing path is reg -> reg. CTS saw 2304 sinks.

In this run the power spent charging and discharging nets is between 2 and 2.5 mW. The count of H-tree levels built during CTS is 4. Per the detail_route report, vias per standard cell equal 5.20. The startpoint of the lowest-slack register-to-register path is data[3][184]. After floorplanning, the die was sized to cover 262000 um2. The static leakage is between 40 and 50 nW. In this run the mean area of a mapped cell was 16.7 um2. The detailed placement HPWL is 171000 um. Global routing used 22.1% of the available tracks. The standard cell core area is approximately 260000 um2.

After detailed routing, the met3 layer carries 33400 um of wire. Setup repair after global routing left no endpoint under its margin. Buffers inserted during clock tree synthesis total 245. After floorplanning, the core was divided into 186 placement rows. The pre-antenna-repair detailed-routing pass consisted of 7 iterations. The global-route wire length before repair is about 390000 um. The source-to-sink clock delay at the later pin of the worst-skew pair is between 0.9 and 1 ns. Once the floorplan was initialized, standard cells occupied 40.3% of the core. The most critical hold endpoint after final layout shows a slack of 0.837 ns.

For this run the aggregate overflow at the end of global routing stands at 0. Including well taps, the total number of placed cells is 9968. Nets still carrying antenna violations after routing amount to 0.

The sequential share of power is 51.6%. The routability-driven placement congestion ratio is 0.843.
## kinds of logic after synthesis
family | share of synthesized area, %
buffers and inverters | 1.31
xor gates and xnor gates | 0.0398
muxes | 16.7
DFF | 66.6
and+or+nand+nor | 15.3
## critical path: stages
cell	delay, ns
sky130_fd_sc_hd__buf_8	0.32
sky130_fd_sc_hd__buf_4	0.55
sky130_fd_sc_hd__buf_4	0.58
sky130_fd_sc_hd__buf_4	0.61
sky130_fd_sc_hd__buf_4	0.65
sky130_fd_sc_hd__mux4_2	0.59
sky130_fd_sc_hd__mux2_2	0.28
sky130_fd_sc_hd__mux2_2	0.26
## flip-flops by register name, summed over array words and instances, names as in the netlist
signal    flops
_dataout    256
data       2048
## synthesized netlist by cell type
cell type                     n  area share [%]
sky130_fd_sc_hd__edfxtp_1  2304              67
sky130_fd_sc_hd__and2_1    2048              12
sky130_fd_sc_hd__mux4_2     512              11
sky130_fd_sc_hd__mux2_2     510             5.5
sky130_fd_sc_hd__nor2_1     256            0.93
sky130_fd_sc_hd__or2_2      256             1.5
sky130_fd_sc_hd__clkbuf_1   150            0.54
sky130_fd_sc_hd__buf_6       54            0.59
sky130_fd_sc_hd__nand2b_1    32            0.19
sky130_fd_sc_hd__nand4b_1    32            0.27
sky130_fd_sc_hd__buf_2       26            0.13
sky130_fd_sc_hd__buf_1       17           0.061
sky130_fd_sc_hd__nand3b_1     3           0.022
sky130_fd_sc_hd__or3b_2       3           0.025
sky130_fd_sc_hd__mux2_1       2           0.022
sky130_fd_sc_hd__xnor2_2      2           0.031
sky130_fd_sc_hd__nand3_1      1          0.0048
sky130_fd_sc_hd__nor2b_1      1          0.0060
sky130_fd_sc_hd__or3_1        1          0.0060
sky130_fd_sc_hd__xnor2_1      1          0.0084
## through the flow
stage,util [%],power [mW]
after floorplan,-,5.50
after global placement,43.9,5.85
after detailed placement,43.9,5.86
after CTS,46.9,9.75
after global routing,46.9,9.96
final,46.9,9.64
## routing by layer
layer	up-vias	global-route usage (%)
li1	24561	-
met1	26749	29.9
met2	2316	33.7
met4	100	3.75
met3	461	12.2
met5	-	0.384
## worst min-delay path by stage
stage	start	to	slack, ns	cells after the start
after CTS	data[3][35]	_dataout[35]	0.85	3
after global routing	data[3][35]	_dataout[35]	0.85	3
final	data[3][35]	_dataout[35]	0.84	3
## cells in the final DEF (no fill, tap or decap), types with 4 or more instances in the layout
master / synthesis / layout
sky130_fd_sc_hd__and2_1: 2048 / 2048
sky130_fd_sc_hd__buf_12: 0 / 6
sky130_fd_sc_hd__buf_4: 0 / 62
sky130_fd_sc_hd__buf_8: 0 / 4
sky130_fd_sc_hd__bufinv_16: 0 / 26
sky130_fd_sc_hd__clkbuf_1: 150 / 51
sky130_fd_sc_hd__clkbuf_16: 0 / 246
sky130_fd_sc_hd__clkdlybuf4s50_1: 0 / 548
sky130_fd_sc_hd__clkinv_1: 0 / 53
sky130_fd_sc_hd__clkinv_2: 0 / 57
sky130_fd_sc_hd__clkinvlp_4: 0 / 10
sky130_fd_sc_hd__diode_2: 0 / 8
sky130_fd_sc_hd__edfxtp_1: 2304 / 2304
sky130_fd_sc_hd__mux2_2: 510 / 510
sky130_fd_sc_hd__mux4_2: 512 / 512
sky130_fd_sc_hd__nand2b_1: 32 / 32
sky130_fd_sc_hd__nand4b_1: 32 / 32
sky130_fd_sc_hd__nor2_1: 256 / 256
sky130_fd_sc_hd__or2_2: 256 / 256
## power groups by stage
stage	clock network [mW]	registers (mW)	logic, mW
after CTS	3.97	4.98	0.803
after global routing	4.12	5.00	0.852
final	3.88	4.97	0.789
## area by class of cell
type / count / area, um2 / area share (%)
clock buffer: 297 / 6350 / 5.26
clock inverter: 155 / 1480 / 1.23
timing repair buffer: 620 / 6130 / 5.08
multi-input combinational: 3660 / 33300 / 27.6
antenna: 8 / 20.0 / 0.0166
sequential: 2304 / 69200 / 57.3
tap: 3384 / 4230 / 3.51
Power and IR drop assume default switching activity.
