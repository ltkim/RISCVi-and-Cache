### design/flow/constraint.sdc
current_design bus_adapter

set clk_period 2.5
set clk_io_pct 0.2

create_clock -name clk0 -period $clk_period

set non_clock_inputs [all_inputs -no_clocks]
set_input_delay [expr $clk_period * $clk_io_pct] -clock clk0 $non_clock_inputs
set_output_delay [expr $clk_period * $clk_io_pct] -clock clk0 [all_outputs]
### design/flow/config.mk
export PLATFORM = sky130hd
export DESIGN_NAME = bus_adapter
export DESIGN_NICKNAME = bus_adapter
export VERILOG_FILES = /design/flow/design.v
export SDC_FILE = /design/flow/constraint.sdc
export NUM_CORES = 4
export LEC_CHECK = 1
export CORE_AREA = 10 10 252 252
export DIE_AREA = 0 0 262 262
### design/flow/design.v
package pcmux;
typedef enum bit [1:0] {
    pc_plus4  = 2'b00
    ,alu_out  = 2'b01
    ,alu_mod2 = 2'b10
} pcmux_sel_t;
endpackage
package marmux;
typedef enum bit {
    pc_out = 1'b0
    ,alu_out = 1'b1
} marmux_sel_t;
endpackage
package cmpmux;
typedef enum bit {
    rs2_out = 1'b0
    ,i_imm = 1'b1
} cmpmux_sel_t;
endpackage
package alumux;
typedef enum bit {
    rs1_out = 1'b0
    ,pc_out = 1'b1
} alumux1_sel_t;
typedef enum bit [2:0] {
    i_imm    = 3'b000
    ,u_imm   = 3'b001
    ,b_imm   = 3'b010
    ,s_imm   = 3'b011
    ,j_imm   = 3'b100
    ,rs2_out = 3'b101
} alumux2_sel_t;
endpackage
package regfilemux;
typedef enum bit [3:0] {
    alu_out   = 4'b0000
    ,br_en    = 4'b0001
    ,u_imm    = 4'b0010
    ,lw       = 4'b0011
    ,pc_plus4 = 4'b0100
    ,lb        = 4'b0101
    ,lbu       = 4'b0110   
    ,lh        = 4'b0111
    ,lhu       = 4'b1000   
} regfilemux_sel_t;
endpackage
module bus_adapter
(
    output [255:0] mem_wdata256,
    input [255:0] mem_rdata256,
    input [31:0] mem_wdata,
    output [31:0] mem_rdata,
    input [3:0] mem_byte_enable,
    output logic [31:0] mem_byte_enable256,
    input [31:0] address
);
assign mem_wdata256 = {8{mem_wdata}};
assign mem_rdata = mem_rdata256[(32*address[4:2]) +: 32];
assign mem_byte_enable256 = {28'h0, mem_byte_enable} << (address[4:2]*4);
endmodule : bus_adapter
### design/flow/run.sh
#!/bin/bash
# OpenROAD 26Q1-2900-gdf79404cd8, Yosys 0.63+post, stock flow scripts
make -C /OpenROAD-flow-scripts/flow DESIGN_CONFIG=/design/flow/config.mk WORK_HOME=/design/flow/orfs finish
==> run summary <==
Observations from the implementation run.

Logic synthesis:
- The run puts the mean instance size in the synthesized netlist at slightly above 10 sq um.
- The run puts the count of yosys warnings during synthesis at 0.
- The run gives the cell type with the highest aggregate area in the netlist as sky130_fd_sc_hd__buf_4.
- The run gives the number of distinct library cell variants in the gate-level netlist after synthesis as 12.
- The run gives the share of synthesized cell area in and, or, nand and nor gates as between 4 and 5%.
- The run puts the mux cell area share after synthesis at 46.51%.
- By area the synthesized netlist is led by sky130_fd_sc_hd__buf_4, sky130_fd_sc_hd__mux4_1, sky130_fd_sc_hd__mux4_2.
- The run puts the fraction of post-synthesis cell area in the top cell type by area at a little under half.
- The run puts the post-synthesis chip area from yosys at around 0.0042 sq mm.
- Of the synthesized area, sequential elements account for 0%.
- The run gives the cell area after technology mapping as approximately 0.0042 sq mm.
- The run puts the cell total in the yosys stat output at 419.
- By area, the combinational part of the netlist is dominated by buffers and inverters.
- The run puts the post-synthesis share of cell area spent on xor and xnor gates at 0%.
- The run gives the instance tally after logic synthesis as about 420.
- The run gives the area fraction in full adders, half adders and majority gates as 0%.
- The run puts the aoi/oai-family share of the synthesized area at 0%.

Floorplanning:
- The run gives the overall die width as ~260 um.
- The run gives the total number of placement rows as around 90.
- The vertical die dimension reported for this design is 262 um.
- For this design the top-level I/O count stands at 644.
- The run puts the core area at a little under 0.06 sq mm.
- The run gives the floorplan die area as just under 0.07 sq mm.
- The run puts the starting density of the core at ~7.3%.

Final timing:
- The run gives the remaining max-slew budget at the tightest pin as approximately 77%.
- The run puts the post-layout minimum cycle time at around 2500 ps.
- Counting pins that exceed their max-slew limit in the final report gives 0.
- The run puts the final hold violation count at 0.
- Static timing analysis puts the maximum clock frequency at between 0.4 and 0.5 GHz.
- Setup repair after global routing could not meet its margin everywhere.
- Of the available clock period, the critical path in the final layout requires approximately 98%.
- The run gives the slew of the pin with the lowest slew margin as between 300 and 400 ps.
- The run gives the number of failing setup endpoints in the final timing report as 0.

Layout:
- The run puts the area of all placed cells without fillers at slightly below 0.007 sq mm.
- The run puts the tally of filler cells in the layout at 6514.
- The run puts the total of clock buffers placed in the layout at 0.
- The run gives the area added between synthesis and finish as 61.51%.
- The run puts the share of the core filled with cells in the final layout at a little under an eighth.
- The run puts the share of layout cells above drive strength 1 at between 20% and 30%.
- The run gives the count of flip-flops and latches as 0.
- The run puts the area taken by flip-flops and latches at 0 sq um.

Drt:
- The run puts the detailed router's first-iteration violation count at 75.
- Per the detail_route report, the via count comes to about 3200.
- The run puts the wire length after detailed routing at about 20 mm.
- The run puts the via density per instance at ~2.5.
- The run puts the average routed wire per standard cell at roughly 16 um.
- The run gives the detailed-router iteration count before antenna repair as 4.
- The run gives the remaining number of nets flagged by the antenna check after routing as 0.
- After detailed routing, the number of remaining DRC violations is 0.

Power and ir drop:
- Power spread over the standard cell area amounts to 148.2 mW/mm^2.
- The run gives the post-route total power as around 1 mW.
- The run gives the standby leakage power as around 2.4 nW.
- The run puts the worst vdd rail ir drop at 60.72 uV.

Setup path:
- The run gives the cell type of the slowest stage on the worst timing path as sky130_fd_sc_hd__mux4_2.
- The cell that appears most often on the critical path is sky130_fd_sc_hd__buf_12.
- The run puts the critical path required time at around 2000 ps.
- STA classifies the critical path startpoint as a primary input.
- Per STA, the worst path is made up of buf_16 > buf_12 > buf_8 > buf_12 > mux4_2 > mux2_4 > dlygate4sd2_1.
- The worst setup path is captured at an output pin.
- The run gives the data arrival time of the critical path as 1960 ps.
- The run puts the maximum fanout along the worst path at 5.
- The largest single stage delay on the critical path is 480 ps.
- The run gives the critical setup path kind as in -> out.

Placed design:
- The run puts the estimated wirelength of the detail-placed design at between 15 and 20 mm.
- Routability-driven placement finished with a final weighted congestion of 0.8498.
- Per the detailed placement report, the placed cell area equals ~0.0066 sq mm.
- The run gives the number of input and output port buffers inserted as 327.

Run:
- The run puts the max-cap violation count at 0.
- The stage logs contain a warning count of 63.

Global routing:
- The number of global-route vias before repair is ~3800.
- The run puts the number of antenna violations at the first check in global routing at 8.
- The run puts the global-route wire length before repair at roughly 27 mm.
- The run puts the largest net degree at the start of global routing at 29.
- The run puts the residual overflow from global routing at 0.
- The run gives the total track usage as approximately 5.4%.

Hold path:
- The run gives the class of the tightest hold or removal check as in -> out.

Outcome:
- The run finished with clean final reports.

Clock network:
- The run puts the hold buffer count at CTS at 0.
==> where the power goes <==
part           internal [mW]  switching (mW)   total (mW)
logic                  0.751           0.262         1.01
clock network    0.000000215               0  0.000000215
registers                  0               0            0
==> cells by family (layout without fill, tap and decap cells) <==
group	count (synthesis)	after routing
buffers and inverters	279	364
muxes	96	96
and+or+nand+nor	44	44
other	0	4
==> layer usage <==
metal / track usage (%) / vias to the layer above / part of all wire [%]
li1: - / 1397 / -
met1: 5.164 / 1438 / 32
met2: 9.762 / 314 / 49
met3: 2.803 / 65 / 16
met4: 1.868 / 2 / 3.7
met5: 0 / - / 0.065
==> stage by stage <==
stage               setup TNS (ps)  setup WS (ps)  cells  hold WS (ps)
global route                -7.844         -7.844   1270          1000
finish                           0          44.19   1273          1000
floorplan                        0          437.5    419          1066
CTS                         -249.1         -109.1   1266          1000
detailed placement           -5831         -252.4   1252          1000
global placement             -5914         -262.7   1252          1000
==> placed cells by master, fill, tap and decap left out <==
| master | instances |
|---|---|
| sky130_fd_sc_hd__nor2_1 | 31 |
| sky130_fd_sc_hd__buf_8 | 4 |
| sky130_fd_sc_hd__mux2_4 | 17 |
| sky130_fd_sc_hd__buf_4 | 15 |
| sky130_fd_sc_hd__dlygate4sd2_1 | 41 |
| sky130_fd_sc_hd__mux4_2 | 51 |
| sky130_fd_sc_hd__nand2b_1 | 5 |
| sky130_fd_sc_hd__clkdlybuf4s15_2 | 1 |
| sky130_fd_sc_hd__clkdlybuf4s15_1 | 5 |
| sky130_fd_sc_hd__dlymetal6s2s_1 | 2 |
| sky130_fd_sc_hd__nor2_2 | 1 |
| sky130_fd_sc_hd__buf_2 | 3 |
| sky130_fd_sc_hd__or2_4 | 1 |
| sky130_fd_sc_hd__nand2b_2 | 1 |
| sky130_fd_sc_hd__buf_6 | 4 |
| sky130_fd_sc_hd__mux2_2 | 15 |
| sky130_fd_sc_hd__mux4_1 | 13 |
| sky130_fd_sc_hd__buf_12 | 12 |
| sky130_fd_sc_hd__buf_16 | 3 |
| sky130_fd_sc_hd__diode_2 | 4 |
| sky130_fd_sc_hd__nand2_1 | 5 |
| sky130_fd_sc_hd__clkbuf_16 | 1 |
| sky130_fd_sc_hd__clkdlybuf4s50_1 | 273 |
==> cells in the mapped netlist <==
master                     count
sky130_fd_sc_hd__buf_4       259
sky130_fd_sc_hd__or2_2         1
sky130_fd_sc_hd__mux2_2       32
sky130_fd_sc_hd__nand2b_1      6
sky130_fd_sc_hd__buf_2         3
sky130_fd_sc_hd__clkbuf_1     10
sky130_fd_sc_hd__buf_6         6
sky130_fd_sc_hd__mux4_1       44
sky130_fd_sc_hd__nor2_1       32
sky130_fd_sc_hd__nand2_1       5
sky130_fd_sc_hd__buf_8         1
sky130_fd_sc_hd__mux4_2       20
==> worst max-delay path: cells and delay by family <==
kind | cells | cell delay [ps]
buffers and inverters | 5 | 690
multiplexers | 2 | 750
==> repair_timing <==
action                                 CTS  global route
gates cloned                             3             1
gates resized                          115            18
setup buffers                           11             5
endpoints found under the hold margin    0             0
setup endpoints to repair               32            22
==> final timing paths <==
check,startpoint,endpoint,slack [ps],cells after the start
min,mem_wdata[26],mem_wdata256[122],1000,0
max,address[2],mem_rdata[8],40,7
==> cell type report <==
cell class	count	area (sq um)	area share, %
antenna	4	10.01	0.1465
multi-input combinational	140	2105	30.81
tap	765	957.2	14.01
timing repair buffer	364	3759	55.03
No activity file was given, so power comes from the tool's default toggle rates.
